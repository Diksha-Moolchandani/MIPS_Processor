File: flow/run.sh
#!/bin/bash
# OpenROAD 26Q1-2900-gdf79404cd8, Yosys 0.63+post, stock flow scripts
make -C /OpenROAD-flow-scripts/flow DESIGN_CONFIG=/design/flow/config.mk WORK_HOME=/design/flow/orfs finish
File: flow/config.mk
export PLATFORM = sky130hd
export DESIGN_NAME = controller
export DESIGN_NICKNAME = controller
export VERILOG_FILES = /design/flow/design.v
export SDC_FILE = /design/flow/constraint.sdc
export NUM_CORES = 4
export LEC_CHECK = 1
export CORE_AREA = 10 10 192 192
export DIE_AREA = 0 0 202 202
File: flow/constraint.sdc
current_design controller

set clk_period 7.3
set clk_io_pct 0.2

create_clock -name clk0 -period $clk_period [get_ports {clk}]

set non_clock_inputs [all_inputs -no_clocks]
set_input_delay [expr $clk_period * $clk_io_pct] -clock clk0 $non_clock_inputs
set_output_delay [expr $clk_period * $clk_io_pct] -clock clk0 [all_outputs]
File: flow/design.v
`timescale 1ns / 1ps
module controller #(
	parameter INS_WIDTH = 32,
	parameter ALU_WIDTH = 37,
	parameter REG_WIDTH = 18,
	parameter MEM_WIDTH = 32,
	parameter REG_ADDR_WIDTH = 5,
	parameter MEM_ADDR_WIDTH = 15,
	parameter OP_WIDTH = 3
)(
	input [INS_WIDTH-1:0] IR,
	input clk,
	input [ALU_WIDTH-1:0] p,
	input [REG_WIDTH-1:0] reg_douta,
	input [REG_WIDTH-1:0] reg_doutb,
	input [MEM_WIDTH-1:0] mem_douta,
	output reg[REG_WIDTH-1:0] a, b,c,
	output reg[1:0] sel,
	output reg mem_wra,reg_wra,reg_wrb,
	output reg[REG_WIDTH-1:0] reg_dina,reg_dinb,
	output reg[MEM_WIDTH-1:0] mem_dina,
	output reg[REG_ADDR_WIDTH-1:0] reg_addra,reg_addrb,
	output reg[MEM_ADDR_WIDTH-1:0] mem_addra
    );
wire [OP_WIDTH-1:0]opcode;
reg [1:0]state;
reg state1;
reg [REG_ADDR_WIDTH-1:0] R1,R2,R3;
reg [MEM_ADDR_WIDTH-1:0] r;	
wire [6:0] opcode_i; 
parameter 
	MUL 	= 3'b011,
	ADD 	= 3'b001,
	SUB 	= 3'b010,
	LOAD 	= 3'b100,
	STORE = 3'b101;
initial begin
	state <= 0;
	state1 <=0;
	reg_addra <= 0;
	reg_addrb <= 5'b00001;
	mem_addra <= 0;
	sel <= 0;
	reg_dina <= 0;
	reg_dinb <= 0;
	mem_dina <=0;
	reg_wra <=0;
	mem_wra<=0;
	reg_wrb <=0;
end
assign opcode_i = IR[31:25];
assign opcode = 	(opcode_i == 7'h1) ? MUL :
						(opcode_i == 7'h2) ? ADD :
						(opcode_i == 7'h4) ? SUB :
						(opcode_i == 7'h8) ? LOAD :
						(opcode_i == 7'h10) ? STORE : 0;
always@(posedge clk)
begin
	case(opcode)
		MUL: begin
			case(state)
				2'b00: begin
					R1 <= IR[24:20];
					R2 <= IR[19:15];
					R3 <= IR[14:10];
					state <= 2'b01;
				end
				2'b01: begin
					reg_wra 	<= 0;
					reg_wrb 	<= 0;
					reg_addra <= R1;
					reg_addrb <= R2;
					a     <= reg_douta;
					b     <= reg_doutb;
					c     <= 0;
					sel 	<= 2'b00;
					state <= 2'b10;
				end
				2'b10: begin
					reg_addra <= R3;
					reg_wra 	<= 1'b1;
					reg_dina	<= p;
				end
			endcase
		end
		ADD: begin
			case(state)
				2'b00: begin
					R1 <= IR[24:20];
					R2 <= IR[19:15];
					R3 <= IR[14:10];
					state <= 2'b01;
				end
				2'b01: begin
					reg_wra 	<= 0;
					reg_wrb 	<= 0;
					reg_addra <= R1;
					reg_addrb <= R2;
					a     <= reg_douta;
					c     <= reg_doutb;
					b     <= 0;
					sel 	<= 2'b01;
					state <= 2'b10;
				end
				2'b10: begin
					reg_addra <= R3;
					reg_wra 	<= 1'b1;
					reg_dina 	<= p;
				end
			endcase
		end
		SUB: begin
			case(state)
				2'b00: begin
					R1 <= IR[24:20];
					R2 <= IR[19:15];
					R3 <= IR[14:10];
					state <= 2'b01;
				end
				2'b01: begin
					reg_wra 	<= 0;
					reg_wrb 	<= 0;
					reg_addra <= R1;
					reg_addrb <= R2;
					c     <= reg_douta;
					a     <= reg_doutb;
					b     <= 0;
					sel 	<= 2'b10;
					state <= 2'b10;
				end
				2'b10: begin
					reg_addra <= R3;
					reg_wra 	<= 1'b1;
					reg_dina 	<= p;
				end
			endcase
		end
		LOAD: begin
			state1 <= 0;
			case(state1)
				1'b0: begin
					R1 <= IR[24:20];
					r  <= IR[19:5];
					state1 <= 1'b1;
				end
				1'b1: begin
					mem_addra<= r;
					mem_wra 	<= 0;
					reg_addra <= R1;
					reg_wra 	<= 1'b1;
					reg_dina 	<= mem_douta;
				end
			endcase
		end
		STORE: begin
			state1 <= 0;
			case(state1)
				1'b0: begin
					R1 <= IR[24:20];
					r  <= IR[19:5];
					state1 <= 1'b1;
				end
				1'b1: begin
					reg_addra <= R1;
					reg_wra 	<= 1'b0;
					mem_addra<= r;
					mem_wra 	<= 1'b1;
					mem_dina <= reg_douta ;
				end
			endcase
		end	
	endcase
end
endmodule
==> deck_impl_summary.md <==
Key Metrics from the Run

Run status
  – Status: completed

GRT
  – First-pass GRT wire length: approximately 24000 um
  – Initial antenna violation count: 2
  – Total GRT Usage: 8.18%
  – Vias in the first global route: approximately 3700
  – GR Overflow Total: 0
  – Largest net degree at the start of global routing: 26

CTS
  – Worst-path clk slew: roughly 0.06 ns
  – Clock buffer depth: 2
  – Post-CTS sizing: 0
  – Post-CTS Setup Bufs: 0
  – # clock sinks: about 150
  – Root Driver: clkbuf_16
  – CTS Hold Bufs: 0
  – CTS tree: built
  – CTS Buf Count: 17
  – Clock Latency Late Sink: approximately 0.42 ns
  – CTS HTree Levels: 4

Power
  – Comb pwr share: around 4.8%
  – Total power draw: 1.94 mW
  – Clock group share of total power: a little under half
  – P per Cell Area: 211 nW/um^2
  – Static Leak: ~3.1 nW
  – Seq pwr share: 49.5%
  – Switching Fraction: 19.7%
  – Psw: approximately 380 uW
  – Internal power: 1.56 mW
  – VDD IR max: roughly 0.14 mV

Critical path
  – Critical path destination: a[11]
  – Reg2reg end: a[16]
  – Path depth of the worst reg2reg path: 3
  – Critical path data arrival time: ~4.2 ns
  – Crit-path max FO: 25
  – R2r setup slk: around 5.4 ns
  – Setup CP Type: in2reg
  – CP endpoint kind: flip-flop
  – Critical register-to-register path startpoint: state[1]
  – Startpoint types: input pin
  – Crit. Startpoint: IR[29]
  – WP data required: ~7.5 ns

Die
  – Core box area: 32600 sq um
  – Die area: about 40000 sq um
  – Std-Cell Rows: between 60 and 70
  – Die H: 202 um
  – Init Core Util: 18.2%
  – I/O Pins: about 290
  – Die width: ~200 um

Placed design
  – Placed Area: 8580 sq um
  – Port bufs: 218
  – Post-DP HPWL: between 10000 and 15000 um
  – GPL Wtd Cong: about 0.8

Timing
  – Setup_tns: 0 ns
  – Final min period: slightly above 4 ns
  – Slew Limit Fails: 0
  – Hold Fails Final Rpt: 0
  – Fin crit share: a little under three fifths
  – Worst-Margin Slew: about 0.80 ns
  – Final setup violation count: 0
  – Max frequency: about 250 MHz
  – Clock skew: about 0.0054 ns
  – Slew margin rel.: a little under half
  – RSZ-0062 raised after global routing: false

Synth
  – Post-synth ARST share: 0%
  – Cells after Synth: slightly above 300
  – Chip Area, Yosys: 5940 sq um
  – Ys flops: approximately 150
  – Mapped Area: 5940 sq um
  – Mux share: 7.77%
  – Number of enable flip-flop cells: about 150
  – Yosys simple share: approximately 5.1%
  – Ys flop type: edfxtp_1
  – Yosys adder share: 0%
  – Post-synthesis area per instance: approximately 19 sq um
  – Xor+xnor area frac: 0.442%
  – Comb area leader: multiplexers
  – YS warnings: 1
  – Cells in synth_stat.txt: approximately 310
  – Synth unique cells: 31
  – Register area share after synthesis: between 70 and 80%
  – Complex Gates by Area: approximately 3.9%

Min path
  – HP Class: reg2reg

Detailed routing
  – Detail Route Antenna Nets: 0
  – WL final: around 17000 um
  – Via count: 3502
  – DRT Pass-1 Iters: 4
  – Vias/cell: between 3 and 4
  – Initial DRC count: approximately 86
  – Wirelength per Cell: approximately 17 um
  – DRC Markers: 0

Run
  – Tool Warnings: 63
  – Max Cap Violations: 0

Final layout
  – Layout cell share with drive strength beyond 1: between 10% and 20%
  – Fill cells: roughly 3300
  – Post-route cell area: 9170 sq um
  – Area delta synth->final: 54.4%
kinds of logic (layout without fill, tap and decap cells):
kind of cell	count (synthesis)	count (layout)
AND/OR/NAND/NOR	41	41
flip-flops	152	152
buffers and inverters	47	266
XOR/XNOR	3	3
AND-OR/OR-AND	26	26
multiplexers	41	41
other	1	35
layer usage:
| metal | share of wire (%) | track usage [%] | wire length [um] |
|---|---|---|---|
| met3 | 10 | 3.85 | 1710 |
| met5 | 0 | 0 | 0 |
| met4 | 1.8 | 1.26 | 302 |
| met1 | 40 | 10.0 | 6700 |
| met2 | 48 | 13.3 | 8180 |
metrics by stage:
step	std cells	hold WS (ns)	setup WS [ns]	utilization, %
after global routing	1004	0.423	3.10	28.1
after CTS	1004	0.415	3.19	28.1
after floorplan	343	0.400	3.62	-
after global placement	973	0.401	2.74	26.3
after detailed placement	973	0.405	2.72	26.3
final	1006	0.413	3.23	28.1
final cells by class:
| type | count | area (sq um) | area share (%) |
|---|---|---|---|
| Multi-Input combinational cell | 144 | 1170 | 12.7 |
| Sequential cell | 152 | 4560 | 49.8 |
| Timing Repair Buffer | 232 | 2290 | 24.9 |
| Inverter | 3 | 11.3 | 0.123 |
| Tap cell | 442 | 553 | 6.03 |
| Antenna cell | 2 | 5.00 | 0.0546 |
| Clock inverter | 13 | 153 | 1.66 |
| Clock buffer | 18 | 429 | 4.68 |
sequential cells by signal (all words and copies together) (netlist names):
register   cells
R1             5
R2             5
R3             5
a             18
b             18
c             18
mem_addra     15
mem_dina      18
mem_wra        1
r             15
reg_addra      5
reg_addrb      5
reg_dina      18
reg_wra        1
sel            2
state          2
state1         1
Yosys cell counts (all sizes together), types with 2 or more instances:
cell / instances / area, sq um
nand2b: 2 / 12.5
nor4b: 4 / 80.1
nor2b: 19 / 119
o22ai: 2 / 12.5
a22o: 18 / 158
nor3: 2 / 15.0
xnor2: 2 / 17.5
nor2: 9 / 33.8
edfxtp: 152 / 4560
or4: 2 / 22.5
mux2: 41 / 462
inv: 3 / 11.3
buf: 41 / 332
clkbuf: 3 / 11.3
critical path, cell delays in order:
cell,delay (ns)
clkdlybuf4s50_1,0.55
or4_4,0.63
nor4b_4,0.74
buf_4,0.44
mux2_2,0.39
cell usage in the layout, fill, tap and decap left out, types with 6 or more instances in the layout:
cell type and count:
clkdlybuf4s50_1 218, edfxtp_1 152, mux2_2 38, conb_1 33, nor2b_1 19, a22o_1 18
clkbuf_16 17, buf_4 14, nor2_1 6
power groups by stage:
| stage | clock (mW) | sequential [mW] | combinational (mW) |
|---|---|---|---|
| 6_report | 0.887 | 0.960 | 0.0922 |
| 5_1_grt | 0.949 | 0.960 | 0.100 |
| 4_1_cts | 0.918 | 0.960 | 0.0940 |
how the worst min path moves through the flow:
stage,start,to,slack (ns),cells after the start
finish,r[4],mem_addra[4],0.41,0
global route,r[6],mem_addra[6],0.42,0
CTS,r[4],mem_addra[4],0.41,0
Power and IR drop assume default switching activity.
